## run.sh

```bash
#!/bin/bash
# OpenROAD 26Q1-2900-gdf79404cd8, Yosys 0.63+post, stock flow scripts
make -C /OpenROAD-flow-scripts/flow DESIGN_CONFIG=/design/flow/config.mk WORK_HOME=/design/flow/orfs finish
```

## config.mk

```make
export PLATFORM = sky130hd
export DESIGN_NAME = Mux32bit
export DESIGN_NICKNAME = Mux32bit
export VERILOG_FILES = /design/flow/design.v
export SDC_FILE = /design/flow/constraint.sdc
export NUM_CORES = 4
export LEC_CHECK = 1
export CORE_AREA = 10 10 70 70
export DIE_AREA = 0 0 80 80
```

## constraint.sdc

```tcl
current_design Mux32bit

set clk_period 1.0
set clk_io_pct 0.2

create_clock -name clk0 -period $clk_period

set non_clock_inputs [all_inputs -no_clocks]
set_input_delay [expr $clk_period * $clk_io_pct] -clock clk0 $non_clock_inputs
set_output_delay [expr $clk_period * $clk_io_pct] -clock clk0 [all_outputs]
```

## design.v

```verilog
module Mux32bit (y,a,b,sel);
  output reg [31:0] y;
  input wire [31:0] a,b;
  input wire sel;
always@(*)
begin
  casez(sel)
    1'b0: y<=a;
    1'b1: y<=b;
    default: y<=1'bz;
  endcase
end
endmodule
```

==> metrics.yaml <==
tns_ps: -2640
syn-cell-area_um2: 544
worst_ep_required_time_ps: 800
min_path_type: "input pin to output port"
synth_area_per_cell_um2: 15.1
synthDistinctLibCells: 4
path_max_fanout: 6
start_kind: "input pin"
status: "finished, violations left"
rows: 21
failed_checks: "negative setup slack"
die_area_mm2: 0.00640
grt_pass1_wl_um: 4310
die_width_um: 80
hold_end: "y[25]"
port_buffers: 97
warnings: 34
finalMaxSlewViolations: 0
diodes: 0
period_needed_ps: 1100
drv_cap: 0
power.density_mw_per_mm2: 394
core_mm2: 0.00342
syn_inst: 36
worstPathArrival_ps: 900
top_usage_layer: "met2"
fin_ws_ps: -101
top_cells_by_area: "mux2_4, buf_12, mux2_2, buf_6"
final_antenna_net_count: 0
post_cts_buffers: 0
holdPathStages: 3
setup_viol: 32
place.gp.congestion: 0.760
grt-ovfl-total: 0
final_cells: 181
initCoreUtil: 0.159
finalPower_mw: 0.616
drt-vias-per-instance: 3.98
mi_logic_area_um2: 480
layout.area.seq_um2: 0
critical_path_class: "input pin to output port"
wirelength_um: 2920
fillers: 335
die_height_um: 80
flop-count: 0
mostFrequentLayoutCell: "dlygate4sd2_1"
area_growth_pct: 188
grt_pass1_vias: 811
synth.largest_area_cell: "mux2_4"
n_clock_buffer: 0
grt_max_degree: 10
grt_util_met1: 0.105
yosysTopAreaCellShare: 0.828
first_iter_violations: 3
post-route-util: 0.458
final_cell_mix: "dlygate4sd2_1, mux2_4, buf_6, buf_2, buf_16"
vias: 720
grt_util_met3: 0.0250
worstHoldStart: "a[25]"
dr.pass1.iters: 2
dp_hpwl_um: 2410
wl_per_cell_um: 16.1
rsz0062_at_grt: "yes"
layout-drive-gt1-share: 0.526
endpoint_kind: "output port"
pin_count: 97
p_leak_nw: 0.852
postSynthSeqShare: 0
ys_cells: 36
use_met2: 0.139
tightest_slew_ps: 99.2
finalCritPeriodShare: 1.10
slew_headroom: 0.934
hold_viol: 0
grt_usage: 0.0829
yosys_area_um2: 544
timing.fmax_mhz: 908
ys_warn_count: 2
hold-worst-slack_ps: 794
startpoint: "sel"
drc_errors: 0
place_inst: 177
ir_worst_vdd_uv: 185
antenna_found_initial: 0
-- synth_stat cells --
cell type	instances
mux2_2	2
mux2_4	30
buf_6	1
buf_12	3
-- worst max-delay path: stages --
cell and delay, ps:
buf_16 130, clkbuf_16 160, mux2_4 300, buf_6 110
-- how the worst max path moves through the flow --
| stage | endpoint | slack, ps |
|---|---|---|
| CTS | y[2] | -90 |
| global route | y[26] | -110 |
| finish | y[26] | -100 |
-- timing repair --
item / CTS / global route
hold buffers: 0 / 0
hold endpoints to repair: 0 / 0
endpoints found under the setup margin: 32 / 32
gates cloned: 3 / 1
gates resized: 186 / 6
-- cells by family (layout without fill, tap and decap cells) --
family | after synthesis | after routing | synth area share
muxes | 32 | 32 | 0.869
buffers and inverters | 4 | 103 | 0.131
-- metal layers --
| layer | routed length, um | vias up |
|---|---|---|
| li1 | - | 342 |
| met1 | 1190 | 323 |
| met2 | 1430 | 53 |
| met3 | 278 | 2 |
| met4 | 21 | 0 |
| met5 | 0 | - |
-- per-stage QoR --
step | worst slack, ps | area, um2
6_report | -101 | 1570
4_1_cts | -91.8 | 1500
3_5_place_dp | -496 | 1540
5_1_grt | -110 | 1570
2_1_floorplan | 66.9 | 544
3_3_place_gp | -492 | 1540
-- layout make-up --
| type | count | share of cell area |
|---|---|---|
| Tap cell | 46 | 0.0368 |
| Multi-Input combinational cell | 32 | 0.307 |
| Timing Repair Buffer | 103 | 0.656 |
-- where the power goes --
group          internal [mW]  switching, mW  total [mW]
Sequential                 0              0           0
Combinational          0.478          0.138       0.616
Clock                      0              0           0
Power is estimated from default activity; no workload was simulated.
