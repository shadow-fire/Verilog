<file path="design/flow/constraint.sdc">
current_design ControlUnit

set clk_period 3.5
set clk_io_pct 0.2

create_clock -name clk0 -period $clk_period [get_ports {clock}]

set non_clock_inputs [all_inputs -no_clocks]
set_input_delay [expr $clk_period * $clk_io_pct] -clock clk0 $non_clock_inputs
set_output_delay [expr $clk_period * $clk_io_pct] -clock clk0 [all_outputs]
</file>
<file path="design/flow/config.mk">
export PLATFORM = sky130hd
export DESIGN_NAME = ControlUnit
export DESIGN_NICKNAME = ControlUnit
export VERILOG_FILES = /design/flow/design.v
export SDC_FILE = /design/flow/constraint.sdc
export NUM_CORES = 4
export LEC_CHECK = 1
export CORE_AREA = 10 10 92 92
export DIE_AREA = 0 0 102 102
</file>
<file path="design/flow/run.sh">
#!/bin/bash
# OpenROAD 26Q1-2900-gdf79404cd8, Yosys 0.63+post, stock flow scripts
make -C /OpenROAD-flow-scripts/flow DESIGN_CONFIG=/design/flow/config.mk WORK_HOME=/design/flow/orfs finish
</file>
<file path="design/flow/design.v">
module ControlUnit(PCWriteCond, PCWrite, IorD, MemRead, MemWrite, MemtoReg, IRWrite, PCSource, ALUControl, ALUSrcB, ALUSrcA, RegWrite, RegDst, sll, opcode, funct,zero, clock);
  output reg PCWriteCond, PCWrite, IorD, MemRead, MemWrite, MemtoReg, IRWrite, ALUSrcA, RegWrite, RegDst, sll;
  output reg [1:0] ALUSrcB, PCSource;
  output reg [3:0] ALUControl; 
  input wire [5:0]opcode, funct;
  input wire zero, clock;
  reg [3:0]next_state;
initial
    begin
      PCWriteCond = 1'b0;
      PCWrite = 1'b0;
      IorD = 1'b0;
      MemRead = 1'b0;
      MemWrite = 1'b0;
      MemtoReg = 1'b0;
      IRWrite = 1'b0;
      PCWrite = 1'b0;
      ALUSrcA = 1'b0;
      RegWrite = 1'b0;
      RegWrite = 1'b0;
      RegDst = 1'b0;
      sll = 1'b0;
      next_state = 4'h0; 
      ALUSrcB = 2'b00;
      PCSource = 2'b00;
      ALUControl = 4'b1111;
    end
    always @(posedge clock)
      begin
        IRWrite = 1'b0;
        MemRead = 1'b0;
        MemWrite <= 1'b0;
        RegWrite = 1'b0;
        PCWriteCond <= 1'b0;
        PCWrite = 1'b0;
        IorD <= 1'b0;
        case({next_state})
          4'h0:begin
                  MemRead <= 1'b1;
                  ALUSrcA <= 1'b0;
                  IorD <= 1'b0;
                  IRWrite <= 1'b1;
                  ALUSrcB <= 2'b01;
                  ALUControl <= 4'b0010;
                  PCWrite <= 1'b1;
                  PCSource <= 2'b00;
                  next_state <=4'h1;
                end
          4'h1:begin
                  ALUSrcA <= 1'b0;
                  ALUSrcB <= 2'b11;
                  ALUControl <= 4'b0010;
                  sll <= 1'b0;
                  if(opcode == 6'b000000)
                    begin
                      if(funct == 6'h37)
                        begin
                          sll <= 1'b1;
                          next_state <= 4'hA;
                        end
                      else
                        begin
                          next_state <= 4'h6;
                        end
                    end
                  else if((opcode == 6'h01)||(opcode == 6'h02))
                      next_state <= 4'h2;  
                  else if((opcode == 6'h3)||(opcode == 6'h4))
                      next_state <= 4'hC;
                  else if(opcode == 6'h5)
                      next_state <= 4'h8;
                  else if(opcode == 6'h6)
                      next_state <= 4'h9;
                end       
          4'h2:begin
                  ALUSrcA <= 1'b1;
                  ALUSrcB <= 2'b10;
                  ALUControl <= 4'b0010;
                  IorD <= 1'b1;
                  if(opcode == 6'h01)
                    next_state <= 4'h3;
                  else if(opcode == 6'h02)
                    next_state <= 4'h5;                
                end
          4'h3:begin
                  MemRead <= 1'b1;
                  IorD <= 1'b1;
                  ALUControl <= 4'b1111;
                  next_state <= 4'h4;
                end
          4'h4:begin
                  RegWrite <= 1'b1;
                  MemtoReg <= 1'b1;
                  RegDst <= 1'b0;
                  next_state <= 4'h0;
                end
          4'h5:begin
                  MemWrite <= 1'b1;
                  IorD <= 1'b1;
                  next_state <= 4'h0;
                end
          4'h6:
                begin
                  ALUSrcA <= 1'b1;
                  ALUSrcB <= 2'b00;
                  case(funct)
                      6'h32: ALUControl <= 4'b0010;
                      6'h33: ALUControl <= 4'b0110;
                      6'h34: ALUControl <= 4'b0000;
                      6'h35: ALUControl <= 4'b0001;
                      6'h36: ALUControl <= 4'b0011;
                  endcase
                  next_state <= 4'h7;
               end
          4'h7:begin
                  RegDst <= 1'b1;
                  RegWrite <= 1'b1;
                  MemtoReg <= 1'b0;
                  ALUControl <= 4'b1111;
                  next_state <= 4'h0;
                end
          4'h8:begin
                  ALUSrcA <= 1'b1;
                  ALUSrcB <= 2'b00;
                  PCWriteCond <= 1'b1;
                  PCSource <= 2'b01;
                  PCWrite <= 1'b1;
                  ALUControl <= 4'b0110;
                  next_state <= 4'h0; 
                end
          4'h9:begin
                  PCWrite <= 1'b1;
                  PCSource <= 2'b10;
                  ALUControl <= 4'b1111;
                  next_state <= 4'h0;
                end
          4'hA:begin
                  ALUSrcA <= 1'b1;
                  ALUSrcB <= 2'b10;
                  ALUControl <= 4'b1001;
                  next_state <= 4'hB; 
                end
          4'hB:begin
                  RegDst  <= 1'b1;
                  RegWrite <= 1'b1;
                  MemtoReg <= 1'b0;
                  ALUControl <= 4'b1111;
                  next_state <= 4'h0;
                end
          4'hC:begin
                   ALUSrcA <= 1'b1;
                   ALUSrcB <= 2'b10;
                   if(opcode == 6'h3)
                     ALUControl <= 4'b0010; 
                   else
                     ALUControl <= 4'b0110; 
                   next_state <= 4'hD;
                end
          4'hD:begin
                  RegDst <= 1'b0;
                  RegWrite <= 1'b1;
                  MemtoReg <= 1'b0;
                  ALUControl <= 4'b1111;
                  next_state <= 0;
                end
          endcase
      end
 endmodule
</file>
==> out/results.txt <==
Status: finished, final reports clean
Number of diodes: 0
Hold depth: 1
Final Max Slew Viols: 0
Min Tclk post-route: 2.436 ns
Clk pwr share: 0.123
First drt pass iteration count: 4
Commonest non-fill, non-tap cells in the layout: clkdlybuf4s50_1, edfxtp_1, nor2_1
Placer Congestion: 0.8022
Syn Inst Count: 131
FF-to-FF Start: next_state[1]
Fin util: 0.2555
RSZ-0062 raised after global routing: false
Yosys xor share: 0.02098
Number of antenna violations at the first check in global routing: 0
Post-DR vias/cell: 4.379
Post-synth ARST share: 0
Post-cts repair resize count: 0
Yosys cell count: 131
Min-Delay Endpoint: IorD
Root buf cell: clkbuf_8
CTS tree: yes
Share of layout cells above drive strength 1: 0.07097
Seq share, synth: 0.4955
GRT overflow: 0
Port buffer count: 31
Worst ir drop on vdd: 251.7 uV
Number of max-cap violations: 0
Number of enable flip-flop cells: 16
Internal: 826.2 uW
Cell leakage power: 0.0005586 uW
Flop-to-flop setup slack: 1.35 ns
Commonest flop: edfxtp_1
CP max FO: 6
Number of CTS-inserted buffers: 3
Hold Path Class: flop to flop
Vias in the first global route: 961
Post-DR wirelength/cell: 12.59 um
Site Rows: 29
Clock buffer depth: 2
Crit Path Class: input pin to flop
Sequential Power Share: 0.465
Largest net degree at the start of global routing: 31
Dominant cell area share: 0.3836
Clock Pin Slew Worst Setup and Hold Paths: 0.08 ns
Io pins: 33
Post-route clock skew: 0.003040 ns
Worst Path Required: 3.41 ns
Vias: 1016
Final worst-path cycle share: 0.6961
Hpwl dp: 2232 um
First-pass GRT wire length: 4912 um
Aoi share: 0.2038
Hold_sp: next_state[3]
Basic Gates by Area: 0.2208
Die Width: 102 um
CTS sink count: 23
Area Overhead vs Synth: 31.77%
Reg2Reg Depth: 3
Syn_area_per_cell: 9.561 um2
Adders+Majority by Area: 0
Final ANT Viol Nets: 0
Largest area contributor in the netlist: edfxtp_1
Initial DRC Count: 59
Comb pwr share: 0.412
Die Ht: 102 um
WL final: 2922 um
Switching Fraction: 0.3571
Main area contributors after synthesis: edfxtp_1, dfxtp_1, nor2_1, nand2_1, nand2b_1
Yosys cell types: 40
Slew of the pin with the lowest slew margin: 0.8354 ns
Critical path data arrival time: 2.35 ns
Max frequency: 410.4 MHz
Most frequent logic cell in the layout: clkdlybuf4s50_1
YS warnings: 1
Tool warnings: 26
NetSw: 458.9 uW
Post-synth mux share: 0.008991
Reg-to-reg endpoint: next_state[1]
Setup bufs post-CTS: 0
Dominant comb cell: simple AND/OR/NAND/NOR gates
Core Footprint: 0.006459 mm2
Ys flops: 23
Setup Total Neg Slack: 0 ns
Late-Pin Clk Latency: 0.26 ns
Starting density of the core: 0.1939
Worst hold slack: 0.8569 ns
PwrDens: 778.7 mW/mm2
CP Capture Type: flop
Endpoints failing setup: 0
GRT Overall Usage: 0.05793
Post-route DRC: 0
Die Area: 0.01040 mm2
Final Hold Fails: 0
Slew headroom: 0.4431
Cell Area, Synth: 0.001252 mm2
CP startpoint kind: input pin
CTS hold repair buffers: 0
YS chip area: 0.001252 mm2
Depth of the CTS H-tree: 1
[through the flow]
step,setup WS [ns],power [uW],instances,cell area [um2]
after global placement,0.8099,1135,228,1604
after floorplan,1.320,871.0,131,1252
after global routing,0.9792,1407,232,1650
after CTS,1.061,1307,232,1650
final,1.064,1285,232,1650
after detailed placement,0.7741,1142,228,1604
[critical path, stage by stage]
cell and delay (ns):
clkdlybuf4s50_1 0.42, or4_4 0.60, a21oi_2 0.12, o31ai_1 0.07, a22oi_1 0.44
[worst max-delay path by stage]
stage,start,endpoint,slack (ns)
finish,opcode[5],next_state[1],1.06
CTS,opcode[5],next_state[1],1.06
global route,opcode[5],next_state[1],0.98
[flip-flops by register name, summed over array words and instances, names as in the netlist, 2 cells and up]
register,count
ALUControl,4
next_state,4
ALUSrcB,2
PCSource,2
[Yosys cell counts (2+ instances only)]
master	number
a21oi_1	8
a21oi_2	2
a22oi_1	2
buf_1	2
buf_2	5
clkbuf_1	3
dfxtp_1	7
edfxtp_1	16
inv_1	2
nand2_1	12
nand2b_1	7
nand3_1	2
nor2_1	13
nor2b_1	4
nor3_1	6
o211ai_1	2
o21ai_0	4
o21ai_1	6
o22ai_1	2
o31ai_1	5
xnor2_1	2
[cells by family (layout without fill, tap and decap cells)]
group / count (synthesis) / after routing
AND/OR/NAND/NOR: 54 / 54
flip-flops: 23 / 23
XOR/XNOR: 3 / 3
buffers and inverters: 13 / 37
multiplexers: 1 / 1
AND-OR/OR-AND: 37 / 37
[cell type report]
class                           count  area (um2)
Clock buffer                        3       41.29
Timing Repair Buffer               31       310.3
Inverter                            2       7.507
Tap cell                           77       96.34
Sequential cell                    23       620.6
Clock inverter                      1       5.005
Multi-Input combinational cell     95       569.3
Fill cell                         683        4808
[power by group through the flow]
stage	combinational (uW)	sequential [uW]	clock [uW]
4_1_cts	539	601	167
5_1_grt	606	624	176
6_report	529	598	158
[metal layers]
metal	track usage	up-vias	wire, um
li1	-	531	-
met1	0.08608	454	1474
met2	0.07852	29	1129
met3	0.02658	2	295
met4	0.004338	0	23
met5	0	-	0
Power figures rest on the tool's default switching activity, not on a simulated workload.
