## ./design.v

```verilog
module Mux_4to1 (y,a,b,c,d,sel);
  output reg [31:0] y;
  input wire [31:0] a,b,c,d;
  input wire[1:0]sel;
always@(*)
begin
  casez(sel)
    2'b00: y<=a;
    2'b01: y<=b;
    2'b10: y<=c;
    2'b11: y<=d;
    default: y<=1'bz;
  endcase
end
endmodule
```

## ./run.sh

```bash
#!/bin/bash
# OpenROAD 26Q1-2900-gdf79404cd8, Yosys 0.63+post, stock flow scripts
make -C /OpenROAD-flow-scripts/flow DESIGN_CONFIG=/design/flow/config.mk WORK_HOME=/design/flow/orfs finish
```

## ./config.mk

```make
export PLATFORM = sky130hd
export DESIGN_NAME = Mux_4to1
export DESIGN_NICKNAME = Mux_4to1
export VERILOG_FILES = /design/flow/design.v
export SDC_FILE = /design/flow/constraint.sdc
export NUM_CORES = 4
export LEC_CHECK = 1
export CORE_AREA = 10 10 76 76
export DIE_AREA = 0 0 86 86
```

## ./constraint.sdc

```tcl
current_design Mux_4to1

set clk_period 1.5
set clk_io_pct 0.2

create_clock -name clk0 -period $clk_period

set non_clock_inputs [all_inputs -no_clocks]
set_input_delay [expr $clk_period * $clk_io_pct] -clock clk0 $non_clock_inputs
set_output_delay [expr $clk_period * $clk_io_pct] -clock clk0 [all_outputs]
```

==> summary.txt <==
chip height -> 86 um
synthesized area per cell -> 20.89 um^2
DRC viols -> 0
fin cells -> 254
count of final setup violators -> 0
GR Util met1 -> 0.1937
PD cells -> 239.9 mW/mm^2
Avg WL per Cell -> 23.51 um
hold path startpoint -> c[0]
status -> completed
gr ovfl total -> 0
setup TNS -> 0 ns
Bufs and invs on worst path -> 3
routability-driven placement congestion ratio -> 0.9318
FP Rows -> 23
area share, top type -> 0.8295
Crit-path slowest cell -> mux4_2
CP cell instances -> clkdlybuf4s15_2 > buf_4 > mux4_2 > buf_2
Starting Density -> 0.1979
Via density -> 4.693
cycle use final -> 0.9890
Setup crit end kind -> primary output
Routed Antenna Nets -> 0
Peak Freq -> 674.1 MHz
clkbuf count -> 0
max cap viols -> 0
worst setup margin -> 0.01656 ns
ANT cells -> 0
top cells by count, synth -> mux4_2, buf_12, buf_2
GRT busiest layer -> met2
maximum vdd drop -> 0.00009818 V
CP startpoint kind -> input pin
number of global-route vias before repair -> 1357
Slew HR -> 0.8926
Fin. Hold Viols -> 0
Yosys top cell by area -> mux4_2
Crit path max-delay family -> buffers and inverters
Worst EP required -> 1.20 ns
chip area -> 0.007396 mm^2
top-count cell post-synth -> mux4_2
Chip Area, Yosys -> 814.5 um^2
Post-Route WL -> 5971 um
Top area cell types -> mux4_2, buf_12, mux4_1
ratio of cells with drive above 1 in the final layout -> 0.3725
Detailed Place HPWL -> 5253 um
dpl ws -> -0.6107 ns
Leakage -> 1.097 nW
Synth Cell Area -> 814.5 um^2
placed insts -> 250
final core utilization -> 0.5485
final max-slew violation count -> 0
largest net degree at the start of global routing -> 8
Hold Path Class -> in -> out
Die X -> 86 um
Worst Tran Pin Value -> 0.1610 ns
hold buffers post-CTS -> 0
io pins -> 162
Vias -> 1192
Worst EP arrival -> 1.18 ns
TritonRoute pass-1 iters -> 4
crit-path max FO -> 7
port bufs -> 162
Syn-to-layout area delta -> 177.1%
Mapped Cells -> 39
Worst Hold Depth -> 3
minimum clock period -> 1.483 ns
CORE AREA -> 0.004115 mm^2
overall routing resource usage -> 0.1575
yosys warning tally -> 2
Seq share, synth -> 0
tool warnings -> 34
WS Path Type -> in -> out
Detailed Route Iter0 Violations -> 19
grt met2 use -> 0.2786
yosys stat cell total -> 39
RSZ-0062 raised after global routing -> true
met3 Use GR -> 0.05243
global-route wire length before repair -> 8921 um
seq_cells -> 0
Tot Pwr -> 0.5414 mW
initial antenna violation count -> 0
WHS Endpoint -> y[0]
Sequential cell area -> 0 um^2
Synth cell types -> 5
Max stage delay on crit path -> 0.30 ns
-- worst max-delay path by stage --
stage,depth (start not counted),to,slack [ns],startpoint
5_1_grt,4,y[11],-0.03,sel[1]
4_1_cts,4,y[30],0.0009,sel[1]
6_report,4,y[18],0.02,sel[1]
-- per-stage QoR --
step | hold WS, ns | area [um^2]
2_1_floorplan | 0.6864 | 814.5
3_3_place_gp | 1.622 | 2477
3_5_place_dp | 1.612 | 2477
4_1_cts | 1.088 | 2257
5_1_grt | 1.097 | 2257
6_report | 1.081 | 2257
-- cell type report --
cell class / instances / area, um^2
fillers: 418 / 1858
multi-input cells: 32 / 720.7
well taps: 50 / 62.56
repair buffers: 172 / 1474
-- metal layers --
metal	up-vias	part of all wire
met2	89	0.53
met4	0	0.00067
li1	537	-
met1	562	0.36
met5	-	0
met3	4	0.10
-- layout by cell type (no fill, tap or decap) --
master / count
clkdlybuf4s15_2: 1
dlygate4sd2_1: 128
buf_12: 3
buf_4: 3
buf_8: 1
buf_2: 31
buf_16: 2
mux4_2: 32
buf_6: 3
-- power breakdown --
| part | switching [mW] | leakage [nW] | internal, mW |
|---|---|---|---|
| registers | 0 | 0 | 0 |
| clock network | 0 | 0 | 0 |
| logic | 0.137 | 1.10 | 0.405 |
| total | 0.137 | 1.10 | 0.405 |
-- repair_timing --
action	in CTS	in global routing
gates cloned	4	0
setup endpoints to repair	32	28
setup buffers	0	0
resized	245	0
-- kinds of logic after synthesis --
family	Yosys count	share of synthesized area
buf+inv	7	0.1060
mux	32	0.8940
Power and IR drop assume default switching activity.
